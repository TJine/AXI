`design/flow/run.sh`:
```
#!/bin/bash
# OpenROAD 26Q1-2900-gdf79404cd8, Yosys 0.63+post, stock flow scripts
make -C /OpenROAD-flow-scripts/flow DESIGN_CONFIG=/design/flow/config.mk WORK_HOME=/design/flow/orfs finish
```
`design/flow/config.mk`:
```
export PLATFORM = sky130hd
export DESIGN_NAME = axi_slave
export DESIGN_NICKNAME = axi_slave
export VERILOG_FILES = /design/flow/design.v
export SDC_FILE = /design/flow/constraint.sdc
export NUM_CORES = 4
export LEC_CHECK = 1
export CORE_UTILIZATION = 40
```
`design/flow/constraint.sdc`:
```
current_design axi_slave

set clk_period 286.1
set clk_io_pct 0.2

create_clock -name clk0 -period $clk_period [get_ports {S_AXI_ACLK}]

set non_clock_inputs [all_inputs -no_clocks]
set_input_delay [expr $clk_period * $clk_io_pct] -clock clk0 $non_clock_inputs
set_output_delay [expr $clk_period * $clk_io_pct] -clock clk0 [all_outputs]
```
`design/flow/design.v`:
```
module axi_addr #(
        parameter AW = 32,
        parameter DW = 32
    )(
    input  [AW-1 : 0] i_last_addr,
    input  [2 : 0]    i_size,
    input  [1 : 0]    i_burst,
    input  [7 : 0]    i_len,
    output [AW-1 : 0] o_next_addr
    );
    localparam DSZ = $clog2(DW) - 3;  
    localparam FIXED     = 2'b00,
               INCREMENT = 2'b01,
               WRAP      = 2'b10;
    reg [AW-1 : 0] wrap_mask, increment;
    reg [AW-1 : 0] o_next_addr;
    always @(*) begin
        increment = 0;
        if (i_burst != FIXED) begin
            if (DSZ == 0) begin
                increment = 1;
            end
            else if (DSZ == 1) begin
                increment = i_size[0] ? 2 : 1;
            end
            else if (DSZ == 2) begin
                increment = i_size[1] ? 4 : (i_size[0] ? 2 : 1);
            end
            else if (DSZ == 3) begin
                case (i_size[1 : 0])
                    2'b00: increment = 1;
                    2'b01: increment = 2;
                    2'b10: increment = 4;
                    2'b11: increment = 8;
                endcase
            end
            else begin
                increment = (1 << i_size);
            end
        end
    end
    always @(*) begin
        wrap_mask = 'b0;
        if (i_burst == WRAP) begin
            if (i_len == 1) begin
                wrap_mask = (1 << (i_size + 1));
            end
            else if (i_len == 3) begin
                wrap_mask = (1 << (i_size + 2));
            end
            else if (i_len == 7) begin
                wrap_mask = (1 << (i_size + 3));
            end
            else if (i_len == 15) begin
                wrap_mask = (1 << (i_size + 4));
            end
            wrap_mask = wrap_mask - 1;
            if (AW > 12) begin
                wrap_mask[(AW-1) : ((AW >12) ? 12 : (AW-1))] = 'b0;
            end
        end
    end
    always @(*) begin
        o_next_addr = i_last_addr + increment;
        if (i_burst != FIXED) begin
            if (DSZ < 2) begin
                o_next_addr = i_size[0];
            end
            else if (DSZ < 4) begin
                case(i_size[1 : 0]) 
                    2'b00: o_next_addr        = o_next_addr;
                    2'b01: o_next_addr[0]     = 1'b0;
                    2'b10: o_next_addr[1 : 0] = 'b0;
                    2'b11: o_next_addr[2 : 0] = 'b0;
                endcase
            end
            else begin
                case(i_size) 
                    3'b000: o_next_addr        = o_next_addr;
                    3'b001: o_next_addr[0]     = 1'b0;
                    3'b010: o_next_addr[1 : 0] = 'b0;
                    3'b011: o_next_addr[2 : 0] = 'b0;
                    3'b100: o_next_addr[3 : 0] = 'b0;
                    3'b101: o_next_addr[4 : 0] = 'b0;
                    3'b110: o_next_addr[5 : 0] = 'b0;
                    3'b111: o_next_addr[6 : 0] = 'b0;
                endcase
            end
        end
        if (i_burst[1]) begin
            o_next_addr = (i_last_addr & ~wrap_mask) | (o_next_addr & wrap_mask);
        end
        if (AW > 12) begin
            o_next_addr[(AW-1) : ((AW >12) ? 12 : (AW-1))] = i_last_addr[(AW-1) : ((AW >12) ? 12 : (AW-1))];
        end
    end
endmodule
module axi_slave #(
    parameter AXI_ID_WD   = 2,
    parameter AXI_DATA_WD = 32,
    parameter AXI_ADDR_WD = 32,
    parameter AXI_STRB_WD = 4
    )(
    input                      S_AXI_ACLK,
    input                      S_AXI_ARESETN,
    input  [AXI_ADDR_WD-1 : 0] S_AXI_AWADDR,
    input  [AXI_ID_WD-1   : 0] S_AXI_AWID,
    input  [1 : 0]             S_AXI_AWBURST,
    input  [2 : 0]             S_AXI_AWSIZE,
    input  [7 : 0]             S_AXI_AWLEN,
    input                      S_AXI_AWVALID,
    output                     S_AXI_AWREADY,
    input  [AXI_DATA_WD-1 : 0] S_AXI_WDATA,
    input  [AXI_STRB_WD-1 : 0] S_AXI_WSTRB,
    input                      S_AXI_WLAST,
    input                      S_AXI_WVALID,
    output                     S_AXI_WREADY,
    output [AXI_ID_WD-1   : 0] S_AXI_BID,
    output [1 : 0]             S_AXI_BRESP,
    output                     S_AXI_BVALID,
    input                      S_AXI_BREADY,
    input  [AXI_ADDR_WD-1 : 0] S_AXI_ARADDR,
    input  [AXI_ID_WD-1   : 0] S_AXI_ARID,
    input  [1 : 0]             S_AXI_ARBURST,
    input  [2 : 0]             S_AXI_ARSIZE,
    input  [7 : 0]             S_AXI_ARLEN,
    input                      S_AXI_ARVALID,
    output                     S_AXI_ARREADY,
    output [AXI_DATA_WD-1 : 0] S_AXI_RDATA,
    output                     S_AXI_RLAST,
    output [AXI_ID_WD-1   : 0] S_AXI_RID,
    output [1 : 0]             S_AXI_RRESP,
    output                     S_AXI_RVALID,
    input                      S_AXI_RREADY
    );
    localparam IW = AXI_ID_WD,
               DW = AXI_DATA_WD,
               AW = AXI_ADDR_WD,
               SW = AXI_STRB_WD;
    localparam DW_BYTE = DW >> 3;
    localparam DEPTH   = 1 << 8;
    reg [7 : 0] mem [DEPTH-1 : 0];
    reg [AW-1 : 0] awaddr;
    reg [IW-1 : 0] awid;
    reg [1 : 0]    awburst;
    reg [2 : 0]    awsize;
    reg [7 : 0]    awlen;
    reg [AW-1 : 0] araddr;
    reg [IW-1 : 0] arid;
    reg [1 : 0]    arburst;
    reg [2 : 0]    arsize;
    reg [7 : 0]    arlen;
    reg            axi_awready;
    reg            axi_wready;
    reg [IW-1 : 0] axi_bid;
    reg            axi_bvalid;
    reg            axi_arready;
    reg [AW-1 : 0] axi_rdata;
    reg            axi_rlast;
    reg [IW-1 : 0] axi_rid;
    reg            axi_rvalid;
    reg         bvalid_r;
    reg [7 : 0] cur_rlen;
    wire [AW-1 : 0] next_wr_addr;
    wire [AW-1 : 0] next_rd_addr;
    wire awfire = S_AXI_AWVALID  && S_AXI_AWREADY;
    wire wfire  = S_AXI_WVALID   && S_AXI_WREADY;
    wire arfire = S_AXI_ARVALID  && S_AXI_ARREADY;
    wire rfire  = S_AXI_RVALID   && S_AXI_RREADY;
    wire b_pend = S_AXI_BVALID   && !S_AXI_BREADY;
    wire r_pend = S_AXI_RVALID   && !S_AXI_RREADY;
    always @(posedge S_AXI_ACLK) begin
        if (S_AXI_AWREADY) begin
            awaddr  <= S_AXI_AWADDR;
            awid    <= S_AXI_AWID;
            awburst <= S_AXI_AWBURST;
            awlen   <= S_AXI_AWLEN;
            awsize  <= S_AXI_AWSIZE;
        end
        else if (wfire) begin
            awaddr <= next_wr_addr;
        end
    end
    always @(posedge S_AXI_ACLK) begin
        if (!S_AXI_ARESETN) begin
            axi_awready <= 1'b1;
            axi_wready  <= 1'b0;
        end
        else if (awfire) begin
            axi_awready <= 1'b0;
            axi_wready  <= 1'b1;
        end
        else if (wfire) begin
            axi_awready <= S_AXI_WLAST && !b_pend;
            axi_wready  <= !S_AXI_WLAST;
        end
        else if (!S_AXI_AWREADY) begin
            if (axi_wready) begin
                axi_awready <= 1'b0;
            end
            else if (b_pend) begin
                axi_awready <= 1'b0;
            end
            else begin
                axi_wready  <= 1'b1;
            end
        end
    end
    always @(posedge S_AXI_ACLK) begin
        if (!b_pend) begin
            axi_bid <= awid;
        end
    end
    always @(posedge S_AXI_ACLK) begin
        if (!S_AXI_ARESETN) begin
            axi_bvalid <= 1'b0;
        end
        else if (wfire && S_AXI_WLAST) begin
            axi_bvalid <= 1'b1;
        end
        else if (S_AXI_BREADY) begin
            axi_bvalid <= bvalid_r;
        end
    end
    always @(posedge S_AXI_ACLK) begin
        if (!S_AXI_ARESETN) begin
            bvalid_r <= 1'b0;
        end
        else if (b_pend && wfire && S_AXI_WLAST) begin
            bvalid_r <= 1'b1;
        end
        else if (S_AXI_BREADY) begin
            bvalid_r <= 1'b0;
        end
    end
    integer i;
    always @(posedge S_AXI_ACLK) begin
        if (wfire) begin
            for ( i = 0; i < DW_BYTE; i = i + 1) begin
                mem[awaddr + i] <= S_AXI_WDATA[(i << 3) + 7 -: 8];
            end
        end
    end
    axi_addr #( 
        .AW(AW),
        .DW(DW)
    ) get_next_wr_addr(
        .i_last_addr(awaddr),
        .i_burst(awburst),
        .i_size(awsize),
        .i_len(awlen),
        .o_next_addr(next_wr_addr)
    );
    assign S_AXI_AWREADY = axi_awready;
    assign S_AXI_WREADY  = axi_wready;
    assign S_AXI_BRESP   = 2'b00;
    assign S_AXI_BVALID  = axi_bvalid;
    assign S_AXI_BID     = axi_bid;
    always @(posedge S_AXI_ACLK) begin
        if (S_AXI_ARREADY) begin
            araddr  <= S_AXI_ARADDR;
            arid    <= S_AXI_ARID;
            arburst <= S_AXI_ARBURST;
            arlen   <= S_AXI_ARLEN;
            arsize  <= S_AXI_ARSIZE;
        end
        else if (rfire) begin
            araddr <= next_rd_addr;
        end
    end
    always @(posedge S_AXI_ACLK) begin
        if (!S_AXI_ARESETN) begin
            cur_rlen <= 'b0;
        end
        else if (arfire) begin
            cur_rlen <= S_AXI_ARLEN;
        end
        else if (rfire) begin
            cur_rlen <= cur_rlen - 1'b1;
        end
    end
    always @(posedge S_AXI_ACLK) begin
        if (!S_AXI_ARESETN) begin
            axi_arready <= 1'b1;
        end
        else if (arfire) begin
            axi_arready <= 1'b0;
        end
        else if (rfire) begin
            axi_arready <= (cur_rlen <= 1);
        end
    end
    always @(posedge S_AXI_ACLK) begin
        if (!S_AXI_ARESETN) begin
            axi_rvalid <= 1'b0;
        end
        else if (arfire) begin
            axi_rvalid <= 1'b1;
        end
        else if (rfire) begin
            axi_rvalid <= (cur_rlen > 0);
        end
    end
    always @(posedge S_AXI_ACLK) begin
        if (!S_AXI_ARESETN) begin
            axi_rlast <= 1'b0;
        end
        else if (arfire) begin
            axi_rlast <= (S_AXI_ARLEN == 'b0);
        end
        else if (rfire) begin
            axi_rlast <= (cur_rlen == 'b1);
        end
    end
    always @(posedge S_AXI_ACLK) begin
        if (!r_pend) begin
            axi_rid <= arid;
        end
    end
    axi_addr #( 
        .AW(AW),
        .DW(DW)
    ) get_next_rd_addr(
        .i_last_addr(araddr),
        .i_burst(arburst),
        .i_size(arsize),
        .i_len(arlen),
        .o_next_addr(next_rd_addr)
    );
    always @(*) begin
        for ( i = 0; i < DW_BYTE; i = i + 1) begin
            axi_rdata[(i << 3) + 7 -: 8] = mem[araddr + i];
        end
    end
    assign S_AXI_ARREADY = axi_arready;
    assign S_AXI_RVALID  = axi_rvalid;
    assign S_AXI_RDATA   = axi_rdata;
    assign S_AXI_RLAST   = axi_rlast;
    assign S_AXI_RID     = axi_rid;
    assign S_AXI_RRESP   = 2'b00;
endmodule
```
==> notes.md <==
Notes on the physical implementation.

- The via count is around 170k, for reference.
- At the later pin of the worst-skew pair, clock insertion delay measures just over 1 ns.
- The highest clock rate this design can be run at is 0.0149 GHz.
- The die boundary height is between 700 and 800 µm, for reference.
- The number of design rule violations left after detail routing is 0, for reference.
- The tool warning count for the run is approximately 92.
- In this run, the number of DRC markers left after iteration 0 of detailed routing was 18600.
- The cell area that synthesis handed to floorplanning was a little over 0.2 mm².
- The register area is about 0.063 mm², for reference.
- The total of buffers placed on input and output ports is approximately 130, for reference.
- The leakage component of the power was reported as about 82 nW.
- The proportion of layout cells with a drive suffix above 1 is between 30% and 40%, for reference.
- The area growth from synthesis to layout is 8.76%, for reference.
- The iteration count recorded for the first detailed-route pass is 7.
- The library cell used as clock root buffer is clkbuf_16, for reference.
- Setup repair after global routing left no endpoint under its margin.
- Setup total negative slack on the finished layout was measured at 0 ns.
- The clock slew at the register clock pins of the worst setup and hold paths is 0.06 ns, for reference.
- The number of buffers created by CTS is around 270, for reference.
- The number of max-cap violations is 0, for reference.
- The period utilization is roughly a quarter, for reference.
- The final number of hold-violating endpoints is 0, for reference.
- The async set or reset register ratio after synthesis is 0%, for reference.
- The number of synthesized register bits is between 2000 and 2500, for reference.
- After layout, the setup clock skew is reported as between 0.04 and 0.05 ns.
- The critical path required time is between 200 and 250 ns, for reference.
- Buffers added to address setup during post-CTS repair amount to 0.
- Sorting the synthesized cells by how often they occur yields nand2_1, mux4_2, mux2i_1.
- The clock H-tree reported by CTS has 5 levels.
- The number of gates resized after CTS was 0.
- Counting every instance in the synthesized netlist gives 17800.
- The count of library flops with an enable pin is ~2100, for reference.
- The initial antenna violation count was between 70 and 80.
- By instance count, the leading cell after synthesis is nand2_1.
- The number of buffers added to fix hold violations after cts is 0, for reference.
- After layout, the design draws a total of between 1 and 1.5 mW.
- The number of global-route vias before repair came to 164000.
- The endpoint type of the worst setup path is an output port, for reference.
- The clock tree from TritonCTS is done, for reference.
- Counting along the longest clock path gives a buffer depth of 4.
- The cell type with the largest total area is edfxtp_1, for reference.
- The area taken by multi-input logic gates is around 0.13 mm², for reference.
- The largest driver fanout on the critical path is about 40, for reference.
- The critical path data arrival time is roughly 10 ns, for reference.
- The slew check shows that the tightest pin keeps a relative margin of about 7.3%.
- The most used flip-flop cell is edfxtp_1, for reference.
- The count of nets left with antenna violations after detail routing is 0, for reference.
- The class of the tightest hold or removal check is flop to flop, for reference.
- The critical path is of the flop to output port type.
- The number of clock sinks came to 2121.
- The first global-routing pass estimated around 1400000 µm of wire.
- The post-detailed-routing wire length is ~1000000 µm, for reference.
- The script computed a power per unit cell area of 6.63 mW/mm².
- The total global-route track usage is 42.0%, for reference.
- The wire length per cell is 43.3 µm, for reference.
- The average instance in the mapped netlist occupies ~12 µm².
- Sequential elements use between 30% and 40% of the synthesized area.
- Summed over its instances, the top area cell type makes up 30.7% of the synthesized netlist area.
- The placed cell count is between 20000 and 25000, for reference.
- The post-layout instance count excluding filler cells is between 20000 and 25000, for reference.
- The die boundary width is 718 µm, for reference.
- The detail-routed via count per cell is 7.07, for reference.
- For this run the detailed placement stage logged an HPWL of 715000 µm.
- For this run, the chip area from Yosys synthesis comes to 0.205 mm².
- For the pin with the worst max-slew slack, the measured transition is 1.39 ns.
- In the final layout, the fill cell count is around 46000.
- The minimum clock period after layout is roughly 67 ns, for reference.
- The flow ran to the end, and the final reports show no timing, DRC or antenna violations.
- According to the I/O placement log, the pin count is roughly 180.
- Entering global routing, the biggest net connects 89 pins.
- The number of different library cells used by synthesis comes to between 70 and 80.
- The end-of-flow timing check tallies setup violations at 0.
- The element type at the critical path start is a flop, for reference.
- The number of slew-limit violations in the final report is 0, for reference.
- The site row count is about 260, for reference.
- The floorplan step defined a die boundary enclosing roughly 0.52 mm².
- The number of synthesis warnings is 2, for reference.
- The total area inside the core boundary comes to 0.510 mm².
- The initial core utilization is approximately two fifths, for reference.
- The leftover overflow at the end of global routing is 0, for reference.
- For reference, the top cells by area after synthesis are edfxtp_1, mux4_2, mux2_2.
- The cell count listed in synth_stat.txt is approximately 18000, for reference.
- The maximum vdd drop is 0.00000555 V, for reference.
- The placer's final routability congestion estimate is around 1.1, for reference.
- Hold timing on the final database bottoms out at a slack of ~0.4 ns.
## final cells by class
type                            instances  share of cell area, %
Timing Repair Buffer                  969                   3.55
Inverter                               28                 0.0471
Antenna cell                           88                 0.0986
Sequential cell                      2121                   28.4
Tap cell                             6732                   3.77
Clock buffer                          352                   3.30
Clock inverter                        136                  0.536
Multi-Input combinational cell      13600                   60.3
## state kept, by name, indices dropped and copies added, names as in the netlist, 3 cells and up, named ones only
register,count
awsize,3
mem,2048
awlen,8
cur_rlen,8
arlen,8
arsize,3
araddr,8
## metrics by stage
step                instance area [µm²]  utilization (%)  setup WS [ns]
CTS                              223000             43.7         219.07
detailed placement               214000             42.0         220.16
global route                     223000             43.7         218.32
floorplan                        205000                -         224.64
global placement                 214000             42.0         220.18
finish                           223000             43.8         218.89
## critical path: stages (launching register included)
cell             delay, ns
edfxtp_1              0.44
buf_4                 0.67
buf_4                 0.60
buf_4                 0.68
buf_4                 0.66
buf_4                 0.60
buf_4                 0.58
buf_4                 0.66
buf_4                 0.64
mux4_2                0.64
mux2i_1               0.31
a21oi_1               0.27
a221oi_1              1.00
o221ai_1              0.21
buf_4                 0.25
clkdlybuf4s50_1       0.50
## kinds of logic (layout without fill, tap and decap cells)
family	after synthesis	count (layout)	synth area share, %
multiplexers	6752	6752	49.0
AND/OR/NAND/NOR	3962	3962	8.06
AND-OR/OR-AND	2825	2825	7.60
flip-flops	2121	2121	30.9
buffers and inverters	2032	1485	3.84
XOR/XNOR	74	74	0.327
adder cells (fa/ha/maj)	32	32	0.202
other	1	92	0.00183
## metal layers
layer	global-route usage, %	vias up	routed length (µm)
met4	27.7	160	95000
met5	8.28	-	5620
met1	47.4	83800	324000
met3	32.5	3125	200000
li1	-	68300	-
met2	54.3	14800	417000
## final timing paths
path	from	endpoint	slack, ns	cells after the start
setup / recovery	araddr[0]	S_AXI_RDATA[27]	218.89	15
hold / removal	arid[0]	axi_rid[0]	0.41	0
setup reg to reg	flop	mem[7][4]	280.39	11
hold reg to reg	arid[0]	axi_rid[0]	0.41	0
## cells in the final DEF, fill, tap and decap left out, types with 28 or more instances in the layout
cell type and instances:
nand2_1 2753, mux4_2 2432, mux2i_1 2206, mux2_2 2114
edfxtp_1 2098, o21ai_0 1918, buf_4 828, nor2_1 516
clkbuf_16 283, a21oi_1 264, nand3_1 204, o21ai_1 160
a22oi_1 106, nor2_2 104, a211oi_1 100, clkdlybuf4s50_1 95
diode_2 88, nor2b_1 85, nor2_4 83, clkbuf_1 67
clkinv_1 55, a221oi_1 50, o221ai_1 41, a22o_1 35
xnor2_1 35, clkinv_2 35, nor3_1 33, a32oi_1 32
buf_8 32, inv_1 28, ha_1 28
## power breakdown
| part | switching [mW] | internal, mW | total, mW |
|---|---|---|---|
| logic | 0.486 | 0.290 | 0.777 |
| registers | 0.00639 | 0.345 | 0.352 |
| clock network | 0.154 | 0.197 | 0.352 |
Power figures rest on the tool's default switching activity, not on a simulated workload.
