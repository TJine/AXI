$ cat design/flow/config.mk
export PLATFORM = sky130hd
export DESIGN_NAME = axi_lite_slave
export DESIGN_NICKNAME = axi_lite_slave
export VERILOG_FILES = /design/flow/design.v
export SDC_FILE = /design/flow/constraint.sdc
export NUM_CORES = 4
export LEC_CHECK = 1
export CORE_UTILIZATION = 40
$ cat design/flow/constraint.sdc
current_design axi_lite_slave

set clk_period 14.1
set clk_io_pct 0.2

create_clock -name clk0 -period $clk_period [get_ports {clk}]

set non_clock_inputs [all_inputs -no_clocks]
set_input_delay [expr $clk_period * $clk_io_pct] -clock clk0 $non_clock_inputs
set_output_delay [expr $clk_period * $clk_io_pct] -clock clk0 [all_outputs]
$ cat design/flow/design.v
module axi_lite_slave #(
        parameter DATA_WD = 8,
        parameter ADDR_WD = 8
    ) (
        input                       clk,
        input                       rst_n,
        input                       awvalid,
        input   [ADDR_WD - 1 : 0]   awaddr,
        output                      awready,
        input                       wvalid,
        input   [DATA_WD - 1 : 0]   wdata,
        output                      wready,
        output                      bvalid,
        output  [1 : 0]             brsp,
        input                       bready,
        input                       arvalid,
        input   [ADDR_WD - 1 : 0]   araddr,
        output                      arready,
        output                      rvalid,
        output  [DATA_WD - 1 : 0]   rdata,
        output  [1 : 0]             rrsp,
        input                       rready           
    );
    localparam DEPTH = 1 << ADDR_WD;
    reg  [DATA_WD - 1 : 0]   mem [DEPTH - 1 : 0];
    reg                     awvalid_r;
    reg [ADDR_WD - 1 : 0]   awaddr_r;
    reg                     wvalid_r;
    reg [DATA_WD - 1 : 0]   wdata_r;
    reg                     bvalid_r;
    reg [DATA_WD - 1 : 0]   rdata_r;
    reg                     rvalid_r;
    wire aw_fire = awvalid && awready;
    wire  w_fire = wvalid && wready;
    wire  b_fire = bvalid && bready;
    wire ar_fire = arvalid && arready;
    wire  r_fire = rvalid && rready;
    wire hs_brsp_pending = bvalid && !bready;
    wire hs_rrsp_pending = rvalid && !rready;
    assign awready = !(hs_brsp_pending || awvalid_r);
    assign  wready = !(hs_brsp_pending || wvalid_r);
    assign arready = !hs_rrsp_pending;
    assign bvalid  = bvalid_r;
    assign rvalid  = rvalid_r;
    assign rdata   = rdata_r;
    assign brsp = 'b0;
    assign rrsp = 'b0;
    always @(posedge clk or negedge rst_n) begin
        if (~rst_n) begin
            awvalid_r <= 'b0;
            awaddr_r  <= 'b0;
            wvalid_r  <= 'b0;
            wdata_r   <= 'b0;
            bvalid_r  <= 'b0;
        end
        else begin
            if (aw_fire) begin
                awvalid_r <= awvalid;
                awaddr_r  <= awaddr;
            end
            if (w_fire) begin
                wvalid_r  <= wvalid;
                wdata_r   <= wdata;
            end
            if (b_fire) begin
                bvalid_r  <= 1'b0;
            end
            if (aw_fire && w_fire) begin
                mem[awaddr] <= wdata;
                awvalid_r   <= 1'b0;
                wvalid_r    <= 1'b0;
                bvalid_r    <= 1'b1;
            end
            else if (awvalid_r && w_fire) begin
                mem[awaddr_r] <= wdata;
                awvalid_r   <= 1'b0;
                wvalid_r    <= 1'b0;
                bvalid_r    <= 1'b1;
            end
            else if (aw_fire && wvalid_r) begin
                mem[awaddr] <= wdata_r;
                awvalid_r   <= 1'b0;
                wvalid_r    <= 1'b0;
                bvalid_r    <= 1'b1;
            end
        end
    end
    always @(posedge clk or negedge rst_n) begin
        if (~rst_n) begin
            rvalid_r <= 'b0;
            rdata_r  <= 'b0;
        end
        else begin
            if (r_fire) begin
                rvalid_r <= 'b0;
            end
            if (ar_fire) begin
                rvalid_r <= 1'b1;
                rdata_r  <= mem[araddr];
            end
        end
    end
endmodule
$ cat design/flow/run.sh
#!/bin/bash
# OpenROAD 26Q1-2900-gdf79404cd8, Yosys 0.63+post, stock flow scripts
make -C /OpenROAD-flow-scripts/flow DESIGN_CONFIG=/design/flow/config.mk WORK_HOME=/design/flow/orfs finish
==> impl_metrics.tcl <==
# place-and-route summary
set metrics [dict create \
    outcome "finished, violations left" \
    violations "capacitance limit, slew limit" \
    routedWlPerCell_um 66.83 \
    openroad.warnings 32 \
    dp.final_hpwl_um 393200 \
    vdd_drop_max_v 0.0003566 \
    ys_seq_share_pct 75.35 \
    most_common_cell "edfxtp_1" \
    insertion_delay_ps 940 \
    path_delay_family "simple AND/OR/NAND/NOR gates" \
    synthAoiAreaFrac_pct 12.39 \
    critPathRequiredTime_ps 14890 \
    place_congestion 1.215 \
    simple_gate_share_pct 9.657 \
    total_power_mw 16.49 \
    crit_top_cell "buf_4" \
    cp.arrival_ps 8580 \
    crit_chain "buf_2 > buf_4 > nor4bb_4 > buf_4 > buf_4 > a22oi_1 > o22ai_1 > nor4_1 > o21ai_0 > nor4_1 > and4bb_2 > o31ai_1" \
    drc 0 \
    finish.instance_area_um2 97860 \
    cts_setup_buffers 0 \
    clock_sinks 2076 \
    ys_chip_area_um2 82540 \
    yosys.cell_types.count 72 \
    slew-limit-headroom_pct -8.144 \
    worst-path-stages 12 \
    cts_max_path_buffers 3 \
    cts_resized 0 \
    cts_max_level 4 \
    yosysTopAreaCell "edfxtp_1" \
    whs_ps 508.8 \
    chip_area_um2 208200 \
    period_needed_ps 7795 \
    critPathMaxStageDelay_ps 1080 \
    num_rows 166 \
    drive_above_1_share_pct 18.90 \
    power_leakage_nw 30.06 \
    ys_cells 5488 \
    finalWorstSetupSlack_ps 6305 \
    drt_iter0_markers 9549 \
    die_w_um 456.3 \
    via_count 68810 \
    finalSetupTns_ps 0 \
    dp.cells 8417 \
    synthMuxAreaShare_pct 0.1485 \
    worstSetupStartpointType "input port" \
    worst_pin_slew_ps 1609 \
    crit_type "in2reg" \
    clock.fmax_mhz 128.3 \
    overflow 0 \
    layout.cells.non_filler 8949 \
    top_cells_by_count "edfxtp_1 (2048), nand3_1 (674), a22oi_1 (543), clkbuf_1 (276), a21oi_1 (254)" \
    cp_max_fo 43 \
    place_area_um2 90340 \
    root_buffer "clkbuf_16" \
    edf_count 2048 \
    pre_cts_ws_ps 6135 \
    numSynthFlops 2076 \
    fill_cells 17410 \
    p_per_area_nw_per_um2 168.5 \
    syn_inst 5488 \
    ctsHoldBuffers 0 \
    finalCritPeriodShare_pct 55.29 \
    portBuffers 43 \
    finalSetupViolCount 0 \
    async_flop_share_pct 1.349 \
    fin_skew_ps 54.27 \
    synth_top_area_share_pct 74.50 \
    rsz0062_at_grt "no" \
    core-area_um2 204800 \
    grt_pass1_wl_um 741300 \
    synth_warnings 2 \
    critical_path_buf_inv_count 4 \
    die_y_um 456.3 \
    reg2regPathDepth 10 \
    critPathSlowestCell "nor4_1" \
    grt.total_usage_pct 62.59 \
    ys_sh_xor_pct 0.01061 \
    vias_per_cell 7.689 \
    cts_tree "done" \
    first_pass_iters 10 \
    area.growth.synth_to_final_pct 18.55 \
    top_cells_by_area "edfxtp_1 (75%), a22oi_1 (4.9%), nand3_1 (4.1%)" \
    design.portCount 48 \
    synth_adder_area_share_pct 0 \
    report.final.slew_viol_count 17 \
    clk_pin_slew_ps 60 \
    hold_path.class "reg2reg" \
    synthFlopType "edfxtp_1" \
    whs_path_depth 2 \
    syn_area_um2 82540 \
    numCtsBuffers 219 \
    hold_viol_final 0 \
    grt_pass1_vias 65550 \
    postSynthAreaPerCell_um2 15.04 \
    initCoreUtil_pct 40.31 \
    cp-end-kind "flip-flop" \
    wl_um 598000 \
    antenna_found_initial 89 \
    final_util_pct 47.78 \
    cap_violations 6 \
    grt_max_degree 112 \
    drtAntennaViolNets 0 \
    topCombFamilyByArea "AND-OR/OR-AND gates" \
]
worst min-delay path: cells and delay by family, from the launching register on:
family,cells,cell delay (ps)
AND/OR/NAND/NOR,2,120
flip-flops,1,360
power breakdown:
part / internal [mW] / switching, mW / total [mW]
registers: 7.86 / 0.0657 / 7.93
clock network: 3.33 / 2.60 / 5.93
logic: 0.318 / 2.31 / 2.63
total: 11.5 / 4.97 / 16.5
registers in the layout, summed over array words and instances, names as in the netlist:
name       count
awaddr_r       8
awvalid_r      1
bvalid_r       1
mem         2048
rdata_r        8
rvalid_r       1
wdata_r        8
wvalid_r       1
kinds of logic after synthesis:
family                 after synthesis
flip-flops                        2076
XOR/XNOR                             1
other                                1
multiplexers                        11
buffers and inverters              481
AND/OR/NAND/NOR                   1519
AND-OR/OR-AND                     1399
metal layers:
metal	GRT usage (%)	share of wire [%]
met4	51.15	11
met1	61.23	27
met2	71.62	37
met3	60.54	23
met5	50.45	1.9
path summary, 6_finish.rpt:
check / from / endpoint / slack [ps]
max: araddr[0] / rdata_r[3] / 6300
min: wdata_r[1] / wdata_r[1] / 510
max reg2reg: bvalid_r / mem[115][3] / 9080
min reg2reg: wdata_r[1] / wdata_r[1] / 510
max in group asynchronous: rst_n / awvalid_r / 11650
min in group asynchronous: rst_n / rdata_r[6] / 2000
layout by cell type, fill, tap and decap left out, drive strengths merged, types with 8 or more instances in the layout:
cell,count
edfxtp,2048
buf,682
nand3,674
a22oi,543
clkbuf,271
a21oi,254
nor2,252
a32oi,201
o22ai,159
nand2,139
diode,135
nand4,125
clkinv,88
nor4,67
nor3,62
a222oi,55
and3,54
clkdlybuf4s50,34
a22o,33
or4,30
dfrtp,28
bufinv,23
a2111oi,23
a32o,21
nand2b,20
o211ai,19
a221oi,18
o21ai,15
o22a,13
nor4bb,13
o2111ai,12
nor4b,12
nand4bb,11
nor2b,10
mux2,10
nand4b,10
inv,10
or4b,9
and4b,8
cell type report:
class,instances,area [um^2],share of cell area (%)
Antenna cell,135,337.8,0.3452
Clock inverter,126,1381,1.412
Inverter,2,7.507,0.007672
Sequential cell,2076,62200,63.56
Timing Repair Buffer,717,5562,5.683
Multi-Input combinational cell,2934,19210,19.63
Clock buffer,271,5798,5.925
Tap cell,2688,3363,3.437
Power is estimated from default activity; no workload was simulated.
